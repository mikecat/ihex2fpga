$ cat ./design.v
module ihex_decoder(
	clock, reset,
	we_in, data_in, write_done,
	we_out, data_out, address_out, start_address,
	end_of_file, line_error
);
	input clock;
	input reset;
	input we_in;
	input [7:0] data_in;
	input write_done;
	output we_out;
	output [7:0] data_out;
	output [31:0] address_out;
	output [31:0] start_address;
	output end_of_file;
	output line_error;
	reg colon_seen;
	reg line_error_flag;
	reg [3:0] first_nibble;
	reg first_nibble_read;
	reg [1:0] read_phase;
	reg [7:0] data_size_field;
	reg [15:0] address_field;
	reg read_address_high;
	reg [7:0] type_field;
	reg [7:0] last_byte;
	reg last_byte_valid;
	reg [7:0] checksum_computed;
	reg [7:0] data_field[255:0];
	reg [7:0] data_field_read_size;
	reg [31:0] data_field_first;
	reg [31:0] address_offset;
	reg [7:0] writing_pos;
	reg [7:0] writing_size;
	reg [31:0] writing_offset;
	reg writing;
	wire we_out = writing;
	wire [7:0] data_out = data_field[writing_pos];
	wire [31:0] address_out = writing_offset + {24'd0, writing_pos};
	reg [31:0] start_address;
	reg end_of_file;
	reg line_error;
	wire is_colon = data_in == 8'h3a;
	wire is_newline = data_in == 8'h0d || data_in == 8'h0a;
	wire is_number = 8'h30 <= data_in && data_in <= 8'h39;
	wire is_upper = 8'h41 <= data_in && data_in <= 8'h46;
	wire is_lower = 8'h61 <= data_in && data_in <= 8'h66;
	wire is_xdigit = is_number | is_upper | is_lower;
	wire [3:0] xdigit =
		is_number ? data_in[3:0] :
		is_upper | is_lower ? data_in[3:0] + 4'd9 :
		4'd0;
	wire [7:0] byte_read = {first_nibble, xdigit};
	always @(posedge clock) begin
		if (reset) begin
			colon_seen <= 1'b0;
			line_error_flag <= 1'b0;
			first_nibble <= 4'd0;
			first_nibble_read <= 1'b0;
			read_phase <= 2'b0;
			data_size_field <= 8'd0;
			address_field <= 16'd0;
			read_address_high <= 1'b0;
			type_field <= 8'd0;
			last_byte <= 8'd0;
			last_byte_valid <= 1'b0;
			data_field_read_size <= 8'd0;
			data_field_first <= 32'd0;
			address_offset <= 32'd0;
			writing_pos <= 8'd0;
			writing_size <= 8'd0;
			writing <= 1'b0;
			start_address <= 32'd0;
			end_of_file <= 1'b0;
			line_error <= 1'b0;
		end else begin
			if (we_in) begin
				if (colon_seen) begin
					if (is_xdigit) begin
						if (first_nibble_read) begin
							first_nibble_read <= 1'b0;
							if (last_byte_valid) begin
								case (read_phase)
									2'd0: begin
										data_size_field <= last_byte;
										read_phase <= 2'd1;
										read_address_high <= 1'b1;
									end 2'd1: begin
										if (read_address_high) begin
											address_field <= {last_byte, address_field[7:0]};
											read_address_high <= 1'b0;
										end else begin
											address_field <= {address_field[15:8], last_byte};
											read_phase <= 2'd2;
										end
									end 2'd2: begin
										type_field <= last_byte;
										read_phase <= 2'd3;
										data_field_read_size <= 8'd0;
										data_field_first <= 32'd0;
									end 2'd3: begin
										case (data_field_read_size)
											8'd0: data_field_first <= {last_byte, data_field_first[23:0]};
											8'd1: data_field_first <= {data_field_first[31:24], last_byte, data_field_first[15:0]};
											8'd2: data_field_first <= {data_field_first[31:16], last_byte, data_field_first[7:0]};
											8'd3: data_field_first <= {data_field_first[31:8], last_byte};
										endcase
										if (data_field_read_size < 8'hff) begin
											data_field[data_field_read_size] <= last_byte;
											data_field_read_size <= data_field_read_size + 8'd1;
										end else begin
											line_error_flag <= 1'b1;
										end
									end
								endcase
							end
							checksum_computed <= checksum_computed + byte_read;
							last_byte <= byte_read;
							last_byte_valid <= 1'b1;
						end else begin
							first_nibble <= xdigit;
							first_nibble_read <= 1'b1;
						end
					end else if (is_newline) begin
						if (line_error_flag || read_phase != 2'd3 || data_field_read_size != data_size_field || checksum_computed != 8'd0) begin
							line_error <= 1'b1;
						end else begin
							case (type_field)
								8'h00: begin  
									if (data_size_field > 8'd0) begin
										writing_pos <= 8'd0;
										writing_size <= data_size_field;
										writing_offset <= address_offset + {16'd0, address_field};
										writing <= 1'b1;
									end
								end 8'h01: begin  
									if (data_size_field == 8'd0) begin
										end_of_file <= 1'b1;
										address_offset <= 32'd0;
									end else begin
										line_error <= 1'b1;
									end
								end 8'h02: begin  
									if (data_size_field == 8'd2) begin
										address_offset <= {12'd0, data_field_first[31:16], 4'd0};
									end else begin
										line_error <= 1'b1;
									end
								end 8'h03: begin  
									if (data_size_field == 8'd4) begin
										start_address <= {12'd0, data_field_first[31:16], 4'd0} + {16'd0, data_field_first[15:0]};
									end else begin
										line_error <= 1'b1;
									end
								end 8'h04: begin  
									if (data_size_field == 8'd2) begin
										address_offset <= {data_field_first[31:16], 16'd0};
									end else begin
										line_error <= 1'b1;
									end
								end 8'h05: begin  
									if (data_size_field == 8'd4) begin
										start_address <= data_field_first;
									end else begin
										line_error <= 1'b1;
									end
								end default: begin
									line_error <= 1'b1;
								end
							endcase
						end
						colon_seen <= 1'b0;
					end else begin
						line_error_flag <= 1'b1;
					end
				end else begin
					if (is_colon) begin
						colon_seen <= 1'b1;
						line_error_flag <= 1'b0;
						read_phase <= 2'b0;
						last_byte_valid <= 1'b0;
						first_nibble_read <= 1'b0;
						checksum_computed <= 8'd0;
					end
				end
			end
			if (end_of_file) begin
				end_of_file <= 1'b0;
				start_address <= 32'd0;
			end
			if (line_error) line_error <= 1'b0;
			if (writing) begin
				if (write_done) begin
					if (writing_pos + 8'd1 < writing_size) begin
						writing_pos <= writing_pos + 8'd1;
					end else begin
						writing <= 1'b0;
					end
				end
			end
		end
	end
endmodule
module ihex_uart(clock, reset, prescaler, rx, tx);
	input clock;
	input reset;
	input [15:0] prescaler;
	input rx;
	output tx;
	reg [7:0] data[255:0];
	reg [7:0] tx_address;
	reg [1:0] tx_phase;
	reg tx_running;
	wire [7:0] tx_byte = data[tx_address];
	wire [7:0] hex_upper = (tx_byte[7:4] < 4'ha ? 8'h30 : 8'h57) + {4'd0, tx_byte[7:4]};
	wire [7:0] hex_lower = (tx_byte[3:0] < 4'ha ? 8'h30 : 8'h57) + {4'd0, tx_byte[3:0]};
	wire [7:0] data_tx =
		tx_phase == 2'd0 ? hex_upper :
		tx_phase == 2'd1 ? hex_lower :
		tx_address[3:0] == 4'hf ? 8'h0a : 8'h20;
	wire we_rx;
	wire [7:0] data_rx;
	wire sendable;
	wire data_write_enable;
	wire [7:0] data_to_write;
	wire [31:0] write_address;
	wire [31:0] start_address;
	wire end_of_file;
	wire line_error;
	uart_rx rx_module(
		.clock(clock), .reset(reset), .prescaler_max(prescaler),
		.we_out(we_rx), .data_out(data_rx), .signal_in(rx)
	);
	uart_tx tx_module(
		.clock(clock), .reset(reset), .prescaler_max(prescaler),
		.sendable(sendable), .sendreq(tx_running), .data_in(data_tx), .signal_out(tx)
	);
	ihex_decoder ihex(
		.clock(clock), .reset(reset),
		.we_in(we_rx), .data_in(data_rx), .write_done(1'b1),
		.we_out(data_write_enable), .data_out(data_to_write),
		.address_out(write_address), .start_address(start_address),
		.end_of_file(end_of_file), .line_error(line_error)
	);
	always @(posedge clock) begin
		if (reset) begin
			tx_address <= 8'd0;
			tx_phase <= 2'd0;
		end else begin
			if (data_write_enable) begin
				data[write_address[7:0]] <= data_to_write;
			end
			if (end_of_file) begin
				tx_address <= 8'd0;
				tx_phase <= 2'd0;
				tx_running <= 1'b1;
			end
			if (tx_running) begin
				if (sendable) begin
					if (tx_phase == 2'd2) begin
						if (tx_address == 8'hff) begin
							tx_address <= 8'd0;
							tx_running <= 1'b0;
						end else begin
							tx_address <= tx_address + 8'd1;
						end
						tx_phase <= 2'd0;
					end else begin
						tx_phase <= tx_phase + 2'd1;
					end
				end
			end
		end
	end
endmodule
module uart_rx(clock, reset, prescaler_max, we_out, data_out, signal_in);
	input clock;
	input reset;
	input [15:0] prescaler_max;
	output we_out;
	output [7:0] data_out;
	input signal_in;
	reg [15:0] prescaler;
	reg [7:0] data;
	reg [1:0] phase;
	reg [2:0] data_bit;
	reg frame_error;
	reg we_out;
	reg [7:0] data_out;
	always @(posedge clock) begin
		if (reset) begin
			prescaler <= 15'd0;
			data <= 8'd0;
			phase <= 2'd0;
			data_bit <= 3'd0;
			frame_error <= 1'b0;
			we_out <= 1'b0;
			data_out <= 8'd0;
		end else begin
			if (phase == 2'd0) begin
				if (~signal_in) begin
					prescaler <= {1'b0, prescaler_max[15:1]} + 16'd1;
					phase <= 2'd1;
				end
			end else if (frame_error) begin
				if (signal_in) begin
					phase <= 2'd0;
					frame_error <= 1'b0;
				end
			end else begin
				if (prescaler == prescaler_max) begin
					if (phase == 2'd1) begin  
						if (~signal_in) begin
							data_bit <= 3'd0;
							phase <= 2'd2;
						end else begin
							phase <= 2'd0;
						end
					end else if (phase == 2'd2) begin  
						data <= {signal_in, data[7:1]};
						if (data_bit == 3'd7) begin
							phase <= 2'd3;
						end else begin
							data_bit <= data_bit + 3'd1;
						end
					end else if (phase == 2'd3) begin  
						if (signal_in) begin
							we_out <= 1'b1;
							data_out <= data;
							phase <= 2'd0;
						end else begin
							frame_error <= 1'b1;
						end
					end
					prescaler <= 16'd0;
				end else begin
					prescaler <= prescaler + 16'd1;
				end
			end
			if (we_out) begin
				we_out <= 1'b0;
			end
		end
	end
endmodule
module uart_tx(clock, reset, prescaler_max, sendable, sendreq, data_in, signal_out);
	input clock;
	input reset;
	input [15:0] prescaler_max;
	output sendable;
	input sendreq;
	input [7:0] data_in;
	output signal_out;
	reg [15:0] prescaler;
	reg [7:0] data;
	reg [1:0] phase;
	reg [2:0] data_bit;
	wire next = prescaler == prescaler_max;
	wire sendable = phase == 2'd0 || (next && phase == 2'd3);
	reg signal_out;
	always @(posedge clock) begin
		if (reset) begin
			prescaler <= 15'd0;
			data <= 8'd0;
			phase <= 2'd0;
			data_bit <= 3'd0;
			signal_out <= 1'b1;
		end else begin
			if (phase == 2'd0) begin
				if (sendreq) begin
					phase <= 2'd1;
					data <= data_in;
					signal_out <= 1'b0;
				end
			end else begin
				if (next) begin
					if (phase == 2'd1) begin  
						signal_out <= data[0];
						data <= {1'b0, data[7:1]};
						phase <= 2'd2;
						data_bit <= 3'd0;
					end else if (phase == 2'd2) begin  
						if (data_bit == 3'd7) begin
							signal_out <= 1'd1;
							phase <= 2'd3;
						end else begin
							signal_out <= data[0];
							data <= {1'b0, data[7:1]};
							data_bit <= data_bit + 3'd1;
						end
					end else if (phase == 2'd3) begin  
						if (sendreq) begin
							phase <= 2'd1;
							data <= data_in;
							signal_out <= 1'b0;
						end else begin
							phase <= 2'd0;
							signal_out <= 1'b1;
						end
					end
					prescaler <= 16'd0;
				end else begin
					prescaler <= prescaler + 16'd1;
				end
			end
		end
	end
endmodule
$ cat ./run.sh
#!/bin/bash
# OpenROAD 26Q1-2900-gdf79404cd8, Yosys 0.63+post, stock flow scripts
make -C /OpenROAD-flow-scripts/flow DESIGN_CONFIG=/design/flow/config.mk WORK_HOME=/design/flow/orfs finish
$ cat ./config.mk
export PLATFORM = sky130hd
export DESIGN_NAME = ihex_uart
export DESIGN_NICKNAME = ihex_uart
export VERILOG_FILES = /design/flow/design.v
export SDC_FILE = /design/flow/constraint.sdc
export NUM_CORES = 4
export LEC_CHECK = 1
export CORE_UTILIZATION = 40
$ cat ./constraint.sdc
current_design ihex_uart

set clk_period 80.2
set clk_io_pct 0.2

create_clock -name clk0 -period $clk_period [get_ports {clock}]

set non_clock_inputs [all_inputs -no_clocks]
set_input_delay [expr $clk_period * $clk_io_pct] -clock clk0 $non_clock_inputs
set_output_delay [expr $clk_period * $clk_io_pct] -clock clk0 [all_outputs]
==> flow_metrics.env <==
# yosys + openroad results
export IMPL_relSlewSlack=0.269
export IMPL_numCtsBuffers=431
export IMPL_max_clock_freq_mhz=54.9
export IMPL_synth_cell_type_count=91
export IMPL_final_hold_violation_count=0
export IMPL_max_cap_violations=0
export IMPL_layout_area_overhead_vs_synth_pct=12.7
export IMPL_synth_xor_xnor_area_share=0.00539
export IMPL_avgViaCountPerCell=5.76
export IMPL_htree_num_levels=5
export IMPL_yosys_warnings=4
export IMPL_top_cells_by_count="4113 x edfxtp_1, 787 x mux4_2, 767 x nor2_1, 646 x mux2i_1, 315 x clkbuf_1"
export IMPL_worst_path_arrival_time_ns=19.07
export IMPL_globalRouteOverflowTotal=0
export IMPL_routedWlPerCell_microns=29.9
export IMPL_path_common_cell="a21oi_1"
export IMPL_dominant_register_cell_in_the_synthesized_netlist="edfxtp_1"
export IMPL_max_stage_delay_ns=0.66
export IMPL_synth_area_leader_cell="edfxtp_1"
export IMPL_chip_area_sq_um=425000
export IMPL_fin_crit_ns=18.20
export IMPL_row_count=238
export IMPL_worst_endpoint_required_ns=81.07
export IMPL_synth_async_sr_flop_share=0
export IMPL_maxSlewViolCount=0
export IMPL_post_synth_ao_oa_area_fraction=0.0450
export IMPL_vias=87300
export IMPL_seq_area_frac_synth=0.750
export IMPL_synth_comb_largest_family="multiplexers"
export IMPL_drive_gt1_frac=0.192
export IMPL_pwr_density_cell_nw_per_um2=23.4
export IMPL_post_dp_hpwl_mm=281
export IMPL_post_synth_mux_area_share=0.145
export IMPL_ys_sh_adder=0.00400
export IMPL_drt_pre_antenna_iters=6
export IMPL_min_period_over_period=0.227
export IMPL_area_of_the_mapped_netlist_sq_um=169000
export IMPL_setup_tns_final_ns=0
export IMPL_netlist_area_leader_share=0.730
export IMPL_die_h_microns=652
export IMPL_yosysMostFrequentCell="edfxtp_1"
export IMPL_clock_transition_time_at_the_flip_flop_clock_pins_of_the_worst_setup_and_hold_paths_ns=0.06
export IMPL_ctsRootBufferMaster="clkbuf_16"
export IMPL_clock_power_share=0.455
export IMPL_cts_resized_gates=0
export IMPL_setup_worst_path_class="input port to register"
export IMPL_share_comb_of_total_power=0.005
export IMPL_cp_end_kind="register"
export IMPL_drt_antenna_net_count=0
export IMPL_clkSinkCount=4275
export IMPL_warnings=42
export IMPL_timing_clock_skew_ns=0.110
export IMPL_detail_route_iter0_violations=6244
export IMPL_chipWidth_microns=652
export IMPL_tritoncts_clock_tree="yes"
export IMPL_post_cts_buffers=0
export IMPL_edf_count=4113
export IMPL_global_route_usage_total=0.233
export IMPL_synth_yosys_num_cells=8923
export IMPL_internal_power_mw=3.60
export IMPL_syn_mean_instance_area_sq_um=19.0
export IMPL_outcome="completed"
export IMPL_grt_max_degree=121
export IMPL_drt_drc_violations_left=0
export IMPL_static_leakage_power_nw=56.9
export IMPL_yosys_area_sq_um=169000
export IMPL_timing_critical_path_cells="clkdlybuf4s50_1, xnor2_1, nand4_1, nor4_2, buf_4, a21oi_1, or2_2, a21oi_1, o221a_2, nand3b_1, mux2_2, o311ai_1"
export IMPL_simple_gate_share=0.0344
export IMPL_rsz_0062_raised_after_global_routing="false"
export IMPL_grt_first_pass_wirelength_mm=657
export IMPL_gpl_final_weighted_congestion=0.923
export IMPL_worst_setup_path_start_kind="input port"
export IMPL_hold_worst_slack_ns=0.435
export IMPL_core_util_floorplan=0.402
export IMPL_insertion_delay_ns=1.02
export IMPL_timing_worst_slew_pin_value_ns=1.09
export IMPL_final_setup_viol_count=0
export IMPL_power_net_switching_mw=0.859
export IMPL_synth_seq_cells=4275
export IMPL_holdBufCountCts=0
export IMPL_coreArea_sq_um=420000
export IMPL_post_synth_inst_count=8923
export IMPL_instances_no_fill=15100
export IMPL_switching_share=0.193
export IMPL_critical_path_peak_fanout=8
export IMPL_hold_path_class="register to register"
export IMPL_synthTopCellsByArea="edfxtp_1 73%, mux4_2 10%, mux2i_1 3.8%"
export IMPL_place_detailed_instances=14300
export IMPL_critical_path_slowest_cell="clkdlybuf4s50_1"
export IMPL_post_layout_total_power_mw=4.46
export IMPL_postRouteWirelength_mm=452
export IMPL_io_buffers=19
export IMPL_power_frac_seq=0.541
export IMPL_peak_supply_drop_uv=20.3
export IMPL_first_global_vias=95500
export IMPL_clockBufferDepth=4
export IMPL_antenna_found_initial=15
export IMPL_io_pins=20
==> flip-flops by register name, summed over array words and instances (netlist names), 16 cells and up <==
| register | count |
|---|---|
| data | 2048 |
| rx_module.prescaler | 16 |
| ihex.data_field | 2048 |
| tx_module.prescaler | 16 |
==> per-stage QoR <==
stage	setup WS [ns]	util	cell area [sq um]
6_report	62.00	0.453	191000
5_1_grt	61.93	0.453	191000
4_1_cts	62.07	0.453	191000
3_5_place_dp	61.03	0.419	176000
3_3_place_gp	60.92	0.419	176000
2_1_floorplan	61.43	-	169000
==> cell families after synthesis <==
group / after synthesis
adder cells (fa/ha/maj): 51
multiplexers: 1457
AND/OR/NAND/NOR: 1332
XOR/XNOR: 104
other: 1
flip-flops: 4275
buffers and inverters: 600
AND-OR/OR-AND: 1103
==> worst paths after layout <==
kind / from / to / slack (ns) / cells past startpoint
max reg2reg: ihex.writing_pos[0] / data[76][6] / 71.81 / 15
min: ihex.address_field[1] / ihex.writing_offset[1] / 0.44 / 0
min reg2reg: ihex.address_field[1] / ihex.writing_offset[1] / 0.44 / 0
max: prescaler[3] / tx_module.data[2] / 62.00 / 12
==> worst max-delay path: cells and delay by family <==
kind | cells | cell delay (ns)
compound gates | 4 | 0.89
buf+inv | 2 | 0.87
mux | 1 | 0.27
xor+xnor | 1 | 0.17
simple gates | 4 | 0.83
==> final cells by class <==
cell class | instances | area [sq um]
flip-flops and latches | 4275 | 127000
well taps | 5640 | 7060
diodes | 26 | 65.1
repair buffers | 306 | 2500
clock inverters | 295 | 3220
multi-input cells | 4055 | 39700
clock buffers | 499 | 11100
inverters | 53 | 204
fillers | 34600 | 230000
==> layout by cell type, fill, tap and decap left out, types with 23 or more instances in the layout <==
cell type	instances
edfxtp_1	4113
mux4_2	780
nor2_1	765
mux2i_1	646
clkbuf_16	434
a21oi_1	313
buf_4	275
o221ai_1	261
nand2_1	192
o22ai_1	145
dfxtp_1	142
clkinv_2	96
nor3_1	83
nand3_1	81
o21ai_0	76
xnor2_1	74
clkinv_1	72
clkbuf_1	64
a22oi_1	60
bufinv_16	58
a211oi_1	57
inv_1	49
ha_1	46
nand4_1	31
xor2_1	30
clkinvlp_4	30
diode_2	26
and3_1	26
nor2b_1	23
==> routing by layer <==
metal	up-vias	part of all wire	global-route usage
met5	-	0.0017	0.0179
met4	32	0.042	0.0789
met3	868	0.16	0.166
met2	5666	0.47	0.346
met1	43700	0.32	0.271
li1	37100	-	-
==> power by group through the flow <==
stage | clock [mW] | sequential [mW] | combinational (mW)
6_report | 2.03 | 2.41 | 0.0208
5_1_grt | 2.14 | 2.41 | 0.0227
4_1_cts | 2.06 | 2.41 | 0.0210
No activity file was given, so power comes from the tool's default toggle rates.
